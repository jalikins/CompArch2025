[./config.mk]
export PLATFORM = sky130hd
export DESIGN_NAME = fade
export DESIGN_NICKNAME = fade
export VERILOG_FILES = /design/flow/design.v
export SDC_FILE = /design/flow/constraint.sdc
export NUM_CORES = 4
export LEC_CHECK = 1
export CORE_AREA = 10 10 103 103
export DIE_AREA = 0 0 113 113
[./constraint.sdc]
current_design fade

set clk_period 4.0
set clk_io_pct 0.2

create_clock -name clk0 -period $clk_period [get_ports {clk}]

set non_clock_inputs [all_inputs -no_clocks]
set_input_delay [expr $clk_period * $clk_io_pct] -clock clk0 $non_clock_inputs
set_output_delay [expr $clk_period * $clk_io_pct] -clock clk0 [all_outputs]
[./design.v]
module fade #(
    parameter INC_DEC_INTERVAL = 12000,      
    parameter INC_DEC_MAX = 167,             
    parameter PWM_INTERVAL = 1200,           
    parameter INC_DEC_VAL = PWM_INTERVAL / INC_DEC_MAX
)(
    input logic clk, 
    output logic [$clog2(PWM_INTERVAL) - 1:0] pwm_value,
    output logic [1:0] currentState,
    output logic pwm_state
);
    localparam PWM_INC = 1'b0;
    localparam PWM_DEC = 1'b1;
    localparam [1:0] FADE_RED   = 2'b00;
    localparam [1:0] FADE_GREEN = 2'b01;
    localparam [1:0] FADE_BLUE  = 2'b10;
    logic next_state;
    logic [$clog2(INC_DEC_INTERVAL) - 1:0] count = 0;
    logic [$clog2(INC_DEC_MAX) - 1:0] inc_dec_count = 0;
    logic time_to_inc_dec = 1'b0;
    logic time_to_transition = 1'b0;
    initial begin
        pwm_value = 0;
        currentState = FADE_GREEN;
        pwm_state = PWM_INC;
    end
    always_ff @(posedge time_to_transition) begin
        case (currentState)
                FADE_RED:   currentState <= FADE_GREEN;
                FADE_GREEN: currentState <= FADE_BLUE;
                FADE_BLUE:  currentState <= FADE_RED;
        endcase
        pwm_state <= next_state;
    end
    always_comb begin
        next_state = 1'bx;
        case (pwm_state)
            PWM_INC:
                next_state = PWM_DEC;
            PWM_DEC:
                next_state = PWM_INC;
        endcase
    end
    always_ff @(posedge clk) begin
        if (count == INC_DEC_INTERVAL - 1) begin
            count <= 0;
            time_to_inc_dec <= 1'b1;
        end
        else begin
            count <= count + 1;
            time_to_inc_dec <= 1'b0;
        end
    end
    always_ff @(posedge time_to_inc_dec) begin
        case (pwm_state)
            PWM_INC:
                pwm_value <= pwm_value + INC_DEC_VAL;
            PWM_DEC:
                pwm_value <= pwm_value - INC_DEC_VAL;
        endcase
    end
    always_ff @(posedge time_to_inc_dec) begin
        if (inc_dec_count == INC_DEC_MAX - 1) begin
            inc_dec_count <= 0;
            time_to_transition <= 1'b1;
        end
        else begin
            inc_dec_count <= inc_dec_count + 1;
            time_to_transition <= 1'b0;
        end
    end
endmodule
[./run.sh]
#!/bin/bash
# OpenROAD 26Q1-2900-gdf79404cd8, Yosys 0.63+post, stock flow scripts
make -C /OpenROAD-flow-scripts/flow DESIGN_CONFIG=/design/flow/config.mk WORK_HOME=/design/flow/orfs finish
==> reports/metrics.cfg <==
[status]
run_status = completed

[layout]
final_area_um2 = 2038
layout.cells.most_common = sky130_fd_sc_hd__dfxtp_1
mostFrequentLayoutCells = 36 x sky130_fd_sc_hd__dfxtp_1, 18 x sky130_fd_sc_hd__nor2_1, 16 x sky130_fd_sc_hd__xnor2_1
area_growth_syn_to_layout_pct = 17.62
layout-drive-gt1-share = 0.07813
final.fill_count = 883

[synth]
synthesis.yosys.warnings = 1
synth_xor_xnor_area_share = 0.1415
count_of_cell_types_in_the_netlist = 31
post_synth_ao_oa_area_fraction = 0.06354
synth-area-yosys_um2 = 1733
syn-mean-instance-area_um2 = 9.902
synth.cell_area_um2 = 1733
biggest_combinational_cell_group_after_synthesis = simple AND/OR/NAND/NOR gates
syn_inst = 175
ys_ff = 38
synth_adder_area_share = 0.1126
yosys-mux-area-fraction = 0
synth-simple-area-share = 0.2014
ys_cells = 175
yosys.stat.seqShare = 0.4505

[global_routing]
grt_first_pass_wirelength_mm = 4.940
grt_antenna_before_repair = 0
grt_max_degree = 21
via_count_of_the_first_global_routing_pass = 1112
grt-ovfl-total = 0
track_usage = 0.04243

[routing]
drc_errors = 0
routedLengthMet1_mm = 1.361
antenna_cells_inserted = 0
first_pass_iters = 4
ant_nets = 0
drt-wirelength-per-cell_um = 8.492
dr.first_iter.drc_count = 21
routed_wl_mm = 2.522
maxUsedRoutingLayer = met4
detailroute.wirelength.met3_um = 80
vias_per_cell = 3.906
via_count = 1160
route.met2.wl_mm = 1.058

[clocking]
cts_buffer_depth = 2
cts_tree = built
worst_skew_pair.late_latency_ns = 0.24
cts_inserted_buffers = 3
worst_setup_hold_path_clk_slew_ns = 0.06
htree_num_levels = 1
post_cts_resized = 0
cts_setup_buffers = 0
cts-root-buf = sky130_fd_sc_hd__clkbuf_8
hold_fix_buffers_at_cts = 0

[power_and_ir_drop]
power.ir.vdd_worst_v = 0.0002079
power_density_nw_per_um2 = 130.9
leakage_component_of_the_power_uw = 0.0007958

[critical_path]
critical_path_arrival_ns = 1.67
cp_cell_sequence = ha_1 -> nand3_1 -> nor2_1 -> and3_1 -> nor2_1
maximum_net_fanout_on_the_critical_path = 11
worst_path_most_repeated_cell = sky130_fd_sc_hd__nor2_1
worst-endpoint-required_ns = 4.11
cp_slowest_cell = sky130_fd_sc_hd__and3_1
critical_path.endpoint_type = register
critical-path-max-stage-delay_ns = 0.46
critPathKind = register to register
worst-r2r-setup-slack_ns = 2.45
setup.worst_path.start_class = register

[floorplanning]
floorplan.die_area_um2 = 12770
floorplan.io_pins = 15
rows = 33
die_x_um = 113
initial_utilization = 0.2088
core_area_um2 = 8299
overall_die_height_um = 113

[timing]
untimed_endpoints = 39
max_freq_mhz = 644.0
drv_slew = 0
register_pins_left_without_a_clock = 23
setup_tns_final_ns = 0
grt_setup_unrepaired = no
fin_ws_ns = 2.447
final-setup-viol-count = 0
min_period_ns = 1.553
hold_viol_final = 0
finClkSkew_ns = 0.0005012
final.period_utilization = 0.3882
maxSlewHeadroom = 0.6150
worst_slew_pin_slew_ns = 0.5767

[flow_run]
tool_warnings = 27
max_cap_violations = 0

[place]
dpl_worst_slack_ns = 2.488
placement.io_buffers = 14
place.detailed.hpwl_mm = 2.034
placed_area_um2 = 1993
finalWeightedCongestion = 0.7674

[min_path]
timing.hold.worst.class = register to register

==> cell usage after synthesis <==
cell type | count | area share
sky130_fd_sc_hd__inv_1 | 11 | 0.024
sky130_fd_sc_hd__xnor2_1 | 16 | 0.081
sky130_fd_sc_hd__a31oi_1 | 1 | 0.0036
sky130_fd_sc_hd__o2111ai_2 | 1 | 0.0087
sky130_fd_sc_hd__nor2_1 | 18 | 0.039
sky130_fd_sc_hd__nand3_1 | 14 | 0.040
sky130_fd_sc_hd__a21oi_1 | 5 | 0.014
sky130_fd_sc_hd__and4bb_1 | 1 | 0.0072
sky130_fd_sc_hd__or2_2 | 1 | 0.0036
sky130_fd_sc_hd__nand3_2 | 2 | 0.012
sky130_fd_sc_hd__o21ai_0 | 3 | 0.0087
sky130_fd_sc_hd__buf_6 | 1 | 0.0065
sky130_fd_sc_hd__nand4_1 | 1 | 0.0036
sky130_fd_sc_hd__nor2b_1 | 1 | 0.0036
sky130_fd_sc_hd__nor3_4 | 1 | 0.0094
sky130_fd_sc_hd__nor2_2 | 3 | 0.011
sky130_fd_sc_hd__dfxtp_1 | 36 | 0.42
sky130_fd_sc_hd__ha_1 | 14 | 0.10
sky130_fd_sc_hd__and3_1 | 6 | 0.022
sky130_fd_sc_hd__a21oi_2 | 3 | 0.015
sky130_fd_sc_hd__nor4b_1 | 1 | 0.0051
sky130_fd_sc_hd__o31ai_1 | 1 | 0.0043
sky130_fd_sc_hd__fa_1 | 1 | 0.012
sky130_fd_sc_hd__edfxtp_1 | 2 | 0.035
sky130_fd_sc_hd__nand4_2 | 1 | 0.0072
sky130_fd_sc_hd__nor3_1 | 3 | 0.0087
sky130_fd_sc_hd__o21a_1 | 1 | 0.0043
sky130_fd_sc_hd__nand2_1 | 12 | 0.026
sky130_fd_sc_hd__xor2_1 | 12 | 0.061
sky130_fd_sc_hd__nand2b_1 | 1 | 0.0036
sky130_fd_sc_hd__a21o_1 | 1 | 0.0043
==> per-layer routing <==
layer,up-vias,global-route usage
met5,-,0
met4,0,0.003384
met3,4,0.007479
met2,12,0.06644
met1,522,0.06225
li1,622,-
==> registers in the layout (all words and copies together) (netlist names) <==
name,count
time_to_inc_dec,1
pwm_value,11
inc_dec_count,8
pwm_state,1
currentState,2
time_to_transition,1
count,14
==> kinds of logic after synthesis <==
logic type               Yosys count
adder cells (fa/ha/maj)           15
AND/OR/NAND/NOR                   66
flip-flops                        38
XOR/XNOR                          28
AND-OR/OR-AND                     16
buffers and inverters             12
==> area by class of cell <==
class	instances	area (um2)	share of cell area
repair buffers	14	140.1	0.06875
flip-flops and latches	38	780.7	0.3831
inverters	11	41.29	0.02026
well taps	105	131.4	0.06446
multi-input cells	125	899.6	0.4414
clock buffers	4	45.04	0.02210
==> per-stage QoR <==
stage / power, uW / utilization / cells / hold WS [ns]
final: 266.8 / 0.2456 / 297 / 0.4715
after global routing: 279.0 / 0.2456 / 297 / 0.5064
after CTS: 270.2 / 0.2456 / 297 / 0.4741
after detailed placement: 152.7 / 0.2402 / 293 / 0.4611
after global placement: 152.7 / 0.2402 / 293 / 0.4496
after floorplan: 152.7 / - / 175 / 0.4397
==> worst max-delay path, delay by kind of cell (launching register included) <==
| family | cells | cell delay (ns) |
|---|---|---|
| and+or+nand+nor | 4 | 0.83 |
| DFF | 1 | 0.38 |
| adders and majority gates | 1 | 0.21 |
==> path summary, 6_finish.rpt <==
path | start | end | cells past startpoint
max | count[0] | count[10] | 5
min reg2reg | count[0] | count[0] | 1
min | count[0] | count[0] | 1
max reg2reg | count[0] | count[10] | 5
==> report_power, final <==
part           leakage, uW  total (uW)  internal [uW]  switching [uW]
Combinational     0.000460    0.000460              0               0
Clock            0.0000228         117           70.3            47.0
Sequential        0.000313         149            149               0
Total             0.000796         267            220            47.0
Power figures rest on the tool's default switching activity, not on a simulated workload.
