`design/flow/config.mk`:
```
export PLATFORM = sky130hd
export DESIGN_NAME = pwm
export DESIGN_NICKNAME = pwm
export VERILOG_FILES = /design/flow/design.v
export SDC_FILE = /design/flow/constraint.sdc
export NUM_CORES = 4
export LEC_CHECK = 1
export CORE_AREA = 10 10 78 78
export DIE_AREA = 0 0 88 88
```
`design/flow/constraint.sdc`:
```
current_design pwm

set clk_period 2.1
set clk_io_pct 0.2

create_clock -name clk0 -period $clk_period [get_ports {clk}]

set non_clock_inputs [all_inputs -no_clocks]
set_input_delay [expr $clk_period * $clk_io_pct] -clock clk0 $non_clock_inputs
set_output_delay [expr $clk_period * $clk_io_pct] -clock clk0 [all_outputs]
```
`design/flow/design.v`:
```
module pwm #(
    parameter PWM_INTERVAL = 1200        
)(
    input logic clk, 
    input logic [$clog2(PWM_INTERVAL) - 1:0] pwm_value, 
    output logic pwm_out
);
    logic [$clog2(PWM_INTERVAL) - 1:0] pwm_count = 0;
    always_ff @(posedge clk) begin
        if (pwm_count == PWM_INTERVAL - 1) begin
            pwm_count <= 0;
        end
        else begin
            pwm_count <= pwm_count + 1;
        end
    end
    assign pwm_out = (pwm_count > pwm_value) ? 1'b0 : 1'b1;
endmodule
```
`design/flow/run.sh`:
```
#!/bin/bash
# OpenROAD 26Q1-2900-gdf79404cd8, Yosys 0.63+post, stock flow scripts
make -C /OpenROAD-flow-scripts/flow DESIGN_CONFIG=/design/flow/config.mk WORK_HOME=/design/flow/orfs finish
```
==> deck_impl_summary.md <==
Flow Results at a Glance

Outcome
  – Status: finished, final reports clean

Setup path
  – Critical Path Max Stage Delay: 0.26 ns
  – Crit path DRT: 1.68 ns
  – CP startpoint kind: primary input
  – Top delay family on crit path: buffers and inverters
  – Reg2Reg Setup Slack: 0.57 ns
  – Crit-path slowest cell: ha_4
  – Crit-path cells: dlygate4sd2_1, inv_2, ha_4, nand4_1, buf_4, a21oi_1, o31ai_2, buf_2
  – CP Buf/Inv Count: 4
  – Kind of end point of the critical path: output pin
  – Critical path class: primary input to output pin
  – CP max FO: 2
  – CP arrival: 1.57 ns

Timing
  – Setup TNS: 0 ns
  – Hold slack: 0.492 ns
  – Fin crit share: 94.9%
  – Slew Limit Fails: 0
  – Final setup fails: 0
  – Clock Skew: 0.00100 ns
  – Rel. slew slack: 79.7%
  – Final Hold Fails: 0
  – Fmax: 0.502 GHz
  – RSZ-0062 raised after global routing: false
  – Tightest Pin Transition: 0.303 ns
  – Post-layout minimum cycle time: 1.99 ns

CTS
  – Number of clock sinks: 11
  – CTS buffer count: 3
  – CTS root buffer: clkbuf_8
  – CTS Buffer Depth: 2
  – CTS tree: done
  – Latency at later pin: 0.24 ns
  – H-tree levels: 1
  – Post-CTS Setup Bufs: 0
  – Worst-path clk slew: 0.05 ns

Die
  – Die Width: 88 um
  – IO Pins: 13
  – FP Rows: 24
  – Die Ht: 88 um
  – Fp util: 16.5%
  – Core box area: 4410 um2
  – Total die size: 7740 um2

Min path
  – HP Class: register to register

Layout
  – Share of layout cells above drive strength 1: 34.5%
  – Most flops, register: pwm_count
  – Max reg flops: 11
  – Largest registers: pwm_count x11
  – Area Growth Syn to Fin: 55.6%
  – Non-filler cells in the finished layout: 162

Yosys
  – Top cells by area: dfxtp_1 30%, ha_1 21%, inv_1 6.7%
  – Count leader, synth: inv_1
  – Area leader, netlist: dfxtp_1
  – Cell total in the yosys stat output: 83
  – Post-synth top cells: 13 x inv_1, 12 x ha_1, 11 x dfxtp_1
  – Mapped cell area: 727 um2
  – Mux frac, synth: 0%
  – Main logic family after synthesis: simple AND/OR/NAND/NOR gates
  – Gate Count Post-Synth: 83
  – Yosys cell types: 23
  – Yosys simple share: 24.1%
  – Main flop type: dfxtp_1
  – Fa+ha+maj area frac: 20.7%
  – YS warnings: 1
  – Yosys xor share: 9.64%
  – Post-synth seq share: 30.3%
  – Avg Cell Area, Syn: 8.76 um2
  – Chip Area, Yosys: 727 um2
  – Ao+oa area frac: 8.61%
  – Max-area cell share: 30.3%
  – EDFF count, synth: 0
  – Post-synth ARST share: 0%
  – Flops after synth: 11

Detailed routing
  – Final wirelength: 1570 um
  – Antenna cells: 0
  – TritonRoute pass-1 iters: 4
  – WL per Instance: 9.69 um
  – DR iter-0 viols: 29
  – Final ANT Viol Nets: 0
  – Vias: 634
  – Number of remaining DRC errors: 0
  – Vias per inst: 3.91

Place
  – Placer congestion estimate: 0.739
  – Port bufs: 12
  – DP HPWL: 1220 um
  – Inst Count DP: 158

Global routing
  – Vias in the first global route: 584
  – Total grt overflow: 0
  – First-pass GRT wire length: 2600 um
  – Largest net degree at the start of global routing: 7
  – Initial antenna violation count: 0
  – GRT Total Usage: 4.14%

Power and ir drop
  – Maximum vdd drop: 164 uV
  – Final total power: 0.000464 W
  – Lkg Pwr: 0.495 nW
  – Power Density: 410 nW/um2

Job
  – Log Warnings: 25
  – MaxCap Viol Count: 0
cell families (layout without fill, tap and decap cells):
logic type	after synthesis	in the layout
flip-flops	11	11
AND/OR/NAND/NOR	29	29
adder cells (fa/ha/maj)	12	12
buffers and inverters	13	40
AND-OR/OR-AND	10	10
XOR/XNOR	8	8
timing repair:
action	in CTS	in global routing
hold buffers	0	0
gates resized	31	1
setup endpoints to repair	1	1
gates cloned	0	0
pin swaps	13	3
worst paths after layout:
kind / startpoint / endpoint / depth (start not counted)
max reg2reg: pwm_count[6] / pwm_count[7] / 5
max: pwm_value[10] / pwm_out / 8
min: pwm_count[0] / pwm_count[0] / 1
min reg2reg: pwm_count[0] / pwm_count[0] / 1
area by class of cell:
class / count / area (um2)
multi-input cells: 59 / 567
inverters: 13 / 48.8
repair buffers: 23 / 185
fillers: 453 / 3280
flip-flops and latches: 11 / 220
clock buffers: 4 / 45.0
well taps: 52 / 65.1
placed cells by master (no fill, tap or decap), types with 2 or more instances in the layout:
cell           instances
buf_4                 11
nand4_1                4
xor2_1                 4
ha_4                   8
xnor2_1                4
dfxtp_1               11
a21oi_1                2
nor2_1                10
dlygate4sd2_1         10
inv_1                  5
ha_1                   4
inv_2                  8
nand3_1                4
a21o_1                 3
nand2_1                2
clkbuf_8               3
worst register-to-register path: cells and delay by family, from the launching register on:
kind | cells | cell delay, ns
AND/OR/NAND/NOR | 4 | 0.93
flip-flops | 1 | 0.33
buffers and inverters | 1 | 0.16
per-layer routing:
layer / routed length [um] / up-vias / GRT usage, %
met2: 708 / 13 / 6.28
met3: 110 / 2 / 1.87
met1: 743 / 279 / 5.59
met5: 0 / - / 0
li1: - / 340 / -
met4: 7 / 0 / 0.145
power breakdown:
group | leakage (nW) | switching [W] | total (W) | internal (W)
combinational | 0.384 | 0.0000178 | 0.0000412 | 0.0000234
clock | 0.0228 | 0.0000801 | 0.000213 | 0.000133
sequential | 0.0885 | 0 | 0.000209 | 0.000209
per-stage QoR:
step / utilization [%] / setup WS, ns / area, um2
finish: 25.6 / 0.108 / 1130
global route: 25.6 / 0.00162 / 1130
CTS: 25.5 / 0.0346 / 1130
detailed placement: 22.5 / -0.659 / 995
global placement: 22.5 / -0.630 / 995
floorplan: - / 0.457 / 727
Power and IR drop assume default switching activity.
