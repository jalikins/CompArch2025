===== design/flow/design.v =====
module values (
    input logic       clk,
    input logic       rst_n,       
    input logic       newframe,   
    input logic [5:0] pixel,       
    output logic [7:0] read_data,
    output logic [63:0] debug_grid  
);
    logic [63:0] current_state;
    logic [63:0] next_state;
    logic [31:0] frame_counter;    
    logic update_frame;            
    initial begin
        current_state = 64'h0000303810000000;   
    end
    always_ff @(posedge clk or negedge rst_n) begin
        if (!rst_n) begin
            current_state <= 64'h0000303810000000;   
        end else if (newframe) begin
            current_state <= next_state;
        end
    end
    assign debug_grid = current_state;
always_comb begin 
    integer x_offset, y_offset;
    logic [5:0] neighbor_count[64];
    next_state = 64'b0;
    if (newframe) begin
        int neighbor_counter;
        logic [2:0] row;
        logic [2:0] col;
        logic is_alive;
        logic becomes_alive;
        for (int i = 0; i < 64; i++) begin
            neighbor_counter = 0;
            row = i / 8;  
            col = i % 8;   
            for (x_offset = -1; x_offset <= 1; x_offset = x_offset + 1) begin
                for (y_offset = -1; y_offset <= 1; y_offset = y_offset + 1) begin
                    if (!(x_offset == 0 && y_offset == 0)) begin
                        logic [5:0] neighbor_index;
                        logic [2:0] new_row, new_col;
                        if ((row + x_offset >= 0) && (row + x_offset < 8) &&
                            (col + y_offset >= 0) && (col + y_offset < 8)) begin
                            new_row = row + x_offset;
                            new_col = col + y_offset;
                            neighbor_index = new_row * 8 + new_col;
                            if (current_state[neighbor_index]) begin
                                neighbor_counter = neighbor_counter + 1;
                            end
                        end
                        else begin
                            neighbor_index =0;
                            new_row = 0;
                            new_col = 0;
                        end
                    end
                end
            end
            is_alive = current_state[i];
            becomes_alive = (is_alive && (neighbor_counter == 2 || neighbor_counter == 3)) ||
                (!is_alive && (neighbor_counter == 3));
            next_state[i] = becomes_alive;
        end
    end
    else begin
        next_state = current_state;  
        x_offset = 0;
        y_offset = 0;
    end
end
always_comb begin
    if (current_state[pixel]) begin
        read_data = 8'hFF;  
    end else begin
        read_data = 8'h00;  
    end
end
endmodule
module ws2812b(
    input logic clk, 
    input logic serial_in, 
    input logic transmit, 
    output logic ws2812b_out, 
    output logic shift
);
    localparam IDLE = 1'b0;  
    localparam TRANSMITTING = 1'b1;
    localparam T0_CYCLE_COUNT = 4'd5;
    localparam T1_CYCLE_COUNT = 4'd10;
    localparam MAX_CYCLE_COUNT = 4'd15;
    logic state = IDLE;
    logic [3:0] cycle_count = 4'd0;
    logic bit_being_sent = 1'b0;
    always_ff @(posedge clk) begin
        unique case (state)
            IDLE:
                if (transmit == 1'b1) begin
                    state <= TRANSMITTING;  
                    cycle_count <= 4'd0;  
                    bit_being_sent <= serial_in;
                end
            TRANSMITTING:  
                if (transmit == 1'b0) begin
                    state <= IDLE;  
                end
                else if (cycle_count == MAX_CYCLE_COUNT - 1) begin  
                    cycle_count <= 4'd0;
                    bit_being_sent <= serial_in;
                end
                else begin
                    cycle_count <= cycle_count + 1;
                end
        endcase
    end
    always_comb begin
        if (state == TRANSMITTING)
            if (bit_being_sent == 1'b0)  
                ws2812b_out = (cycle_count < T0_CYCLE_COUNT);  
            else
                ws2812b_out = (cycle_count < T1_CYCLE_COUNT);  
        else
            ws2812b_out = 1'b0;  
    end
    assign shift = (state == TRANSMITTING) && (cycle_count == 4'd0);  
endmodule
module controller (
    input logic clk, 
    output logic load_sreg, 
    output logic transmit_pixel, 
    output logic [5:0] pixel, 
    output logic newframe
);
    localparam TRANSMIT_FRAME       = 1'b0;
    localparam IDLE                 = 1'b1;
    localparam [2:0] READ_CH_VALS   = 3'b001;
    localparam [2:0] LOAD_SREG      = 3'b010;
    localparam [2:0] TRANSMIT_PIXEL = 3'b100;
    localparam [8:0] TRANSMIT_CYCLES    = 9'd360;        
    localparam [19:0] IDLE_CYCLES       = 20'd351832;    
    logic state = TRANSMIT_FRAME;
    logic next_state;
    logic [2:0] transmit_phase = READ_CH_VALS;
    logic [2:0] next_transmit_phase;
    logic [5:0] pixel_counter = 6'd63;
    logic [5:0] frame_counter = 6'd0;  
    logic [8:0] transmit_counter = 9'd0;
    logic [19:0] idle_counter = 20'd0;
    logic transmit_pixel_done;
    logic idle_done;
    assign transmit_pixel_done = (transmit_counter == TRANSMIT_CYCLES - 1);
    assign idle_done = (idle_counter == IDLE_CYCLES - 1);
    always_ff @(negedge clk) begin
        state <= next_state;
        transmit_phase <= next_transmit_phase;
    end
    always_comb begin
        next_state = 1'bx;
        unique case (state)
            TRANSMIT_FRAME:
                if ((pixel_counter == 6'd0) && (transmit_pixel_done))
                    next_state = IDLE;
                else
                    next_state = TRANSMIT_FRAME;
            IDLE:
                if (idle_done)
                    next_state = TRANSMIT_FRAME;
                else
                    next_state = IDLE;
        endcase
    end
    always_comb begin
        next_transmit_phase = READ_CH_VALS;
        if (state == TRANSMIT_FRAME) begin
            case (transmit_phase)
                READ_CH_VALS:
                    next_transmit_phase = LOAD_SREG;
                LOAD_SREG:
                    next_transmit_phase = TRANSMIT_PIXEL;
                TRANSMIT_PIXEL:
                    next_transmit_phase = transmit_pixel_done ? READ_CH_VALS : TRANSMIT_PIXEL;
            endcase
        end
    end
    always_ff @(negedge clk) begin
        if ((state == TRANSMIT_FRAME) && transmit_pixel_done) begin
            pixel_counter <= pixel_counter - 1;
        end
    end
    always_ff @(negedge clk) begin
        if (idle_done) begin
            if (frame_counter == 6'd49) begin
                newframe <= 1'b1;
                frame_counter <= 6'd0;
            end else begin
                newframe <= 1'b0;
                frame_counter <= frame_counter + 6'd1;
            end
        end else begin
            newframe <= 1'b0;
        end
    end
    always_ff @(negedge clk) begin
        if (transmit_phase == TRANSMIT_PIXEL) begin
            transmit_counter <= transmit_counter + 1;
        end
        else begin
            transmit_counter <= 9'd0;
        end
    end
    always_ff @(negedge clk) begin
        if (state == IDLE) begin
            idle_counter <= idle_counter + 1;
        end
        else begin
            idle_counter <= 20'd0;
        end
    end
    assign pixel = pixel_counter;
    assign load_sreg = (transmit_phase == LOAD_SREG);
    assign transmit_pixel = (transmit_phase == TRANSMIT_PIXEL);
endmodule
module top(
    input logic     clk, 
    input logic     SW, 
    input logic     BOOT, 
    output logic    _48b, 
    output logic    _45a
);
    logic [7:0] read_data;
    logic [5:0] pixel;
    logic newframe; 
    logic [23:0] shift_reg = 24'd0;  
    logic load_sreg;
    logic transmit_pixel;
    logic shift; 
    logic ws2812b_out;
    logic [63:0] pixel_control = 64'b0;
    logic [63:0] next_pixel_control;  
    logic [5:0] pixel_index = 3'b0;  
    logic [1:0] flipper = 2'b00;  
    values u1 (
        .clk         (clk), 
        .rst_n       (SW),  
        .newframe    (newframe), 
        .pixel        (pixel),
        .read_data     (read_data)
    );
    ws2812b u4 (  
        .clk            (clk), 
        .serial_in      (shift_reg[23]),  
        .transmit       (transmit_pixel),  
        .ws2812b_out    (ws2812b_out),  
        .shift          (shift)
    );
    controller u5 (
        .clk            (clk), 
        .load_sreg      (load_sreg), 
        .transmit_pixel (transmit_pixel), 
        .pixel          (pixel),  
        .newframe          (newframe)  
    );
    always_ff @(posedge clk) begin
        if(newframe) begin
            flipper = flipper + 1;
            if (flipper == 2'b11) begin
                flipper = 2'b00;
            end
        end
        if (load_sreg) begin  
            unique case (flipper)
                2'b00:
                    shift_reg <= { read_data, 16'd0 };
                2'b01:
                    shift_reg <= { 8'd0, read_data, 8'd0 };
                2'b10:
                    shift_reg <= { 16'd0, read_data };
                2'b11:  
                    shift_reg <= { 16'd0, read_data };
            endcase
        end
        else if (shift) begin
            shift_reg <= { shift_reg[22:0], 1'b0 }; 
        end
    end
    assign _48b = ws2812b_out;  
    assign _45a = ~ws2812b_out;  
endmodule

===== design/flow/run.sh =====
#!/bin/bash
# OpenROAD 26Q1-2900-gdf79404cd8, Yosys 0.63+post, stock flow scripts
make -C /OpenROAD-flow-scripts/flow DESIGN_CONFIG=/design/flow/config.mk WORK_HOME=/design/flow/orfs finish

===== design/flow/config.mk =====
export PLATFORM = sky130hd
export DESIGN_NAME = top
export DESIGN_NICKNAME = top
export VERILOG_FILES = /design/flow/design.v
export SDC_FILE = /design/flow/constraint.sdc
export NUM_CORES = 4
export LEC_CHECK = 1
export CORE_UTILIZATION = 40

===== design/flow/constraint.sdc =====
current_design top

set clk_period 8.9
set clk_io_pct 0.2

create_clock -name clk0 -period $clk_period [get_ports {clk}]

set non_clock_inputs [all_inputs -no_clocks]
set_input_delay [expr $clk_period * $clk_io_pct] -clock clk0 $non_clock_inputs
set_output_delay [expr $clk_period * $clk_io_pct] -clock clk0 [all_outputs]

==> impl_metrics.yaml <==
# flow metrics
synth:
  netlist-cell-type-count: 88
  post_synth_instance_area_mm2: 0.02609
  yosys_stat_cell_total: 3207
  post_synth_most_frequent_cells: "nand2_1 (395), ha_1 (352), xnor2_1 (283), nor2_1 (206), xor2_1 (176)"
  synthFlopType: "dfrtp_1"
  synth_seq_share: 0.1373
  syn_inst: 3207
  topCellsByArea: "ha_1 (17%), xnor2_1 (9.5%), xor2_1 (5.9%)"
  syn_area_per_cell_um2: 8.134
  number_of_enable_flip_flop_cells: 41
  yosysMostFrequentCell: "nand2_1"
  largest_area_cell: "ha_1"
  portion_of_synthesized_cell_area_occupied_by_the_leading_cell_type: 0.1688
  ffs_latches_synth: 142
  synthArstFlopShare: 0.4507
  ys_area_mm2: 0.02609
  number_of_warning_messages_in_the_yosys_log: 4
grt:
  grt_start_max_net_pins: 46
  overall_routing_resource_usage: 0.1860
  first_global_vias: 20260
  initial_antenna_violation_count: 0
  first_pass_grt_wire_length_um: 101500
  overflow: 0
finish:
  largest_register_ffs: 64
  fraction_of_final_layout_cells_sized_beyond_drive_strength_1: 0.06648
  layout.filler_cells: 6403
  areaGrowthSynthToFinish_pct: 5.914
  layout.core_utilization: 0.4286
  fin_cells: 4014
drt:
  drtIter0Drc: 1071
  detail-route-antenna-nets: 0
  wl_met2_um: 26110
  met3RoutedLength_um: 1613
  detailedRoute.firstPassIterationCount: 5
  wirelength_um: 59250
  post_drt_via_cell_ratio: 5.392
  detail_route.drc_violations: 0
  highest_layer: "met4"
  drt-wirelength-per-cell_um: 14.76
  antennaDiodeCount: 0
  detail_route.wirelength.met1_um: 30940
  dr_total_vias: 21640
critical_path:
  worst-endpoint-required_ns: 9.13
  critPathLaunchType: "flop"
  path_max_fanout: 12
  timing.setup.critical_path_class: "flop to flop"
  worst_setup_path_endpoint: "shift_reg[13]$_DFFE_PP_"
  reg2reg_slack_ns: 1.37
  cp-startpoint: "u5.pixel_counter[1]$_DFFE_NP_"
  crit_path_end_kind: "flop"
  critPathArrivalTime_ns: 7.75
  reg2reg_depth: 6
  r2r-end: "shift_reg[13]$_DFFE_PP_"
  regToRegStartpoint: "u5.pixel_counter[1]$_DFFE_NP_"
clock_tree:
  worstSkewPairLatency_ns: 0.50
  clock-sinks: 142
  post-cts-setup-buffer-count: 0
  cts_made_buffers: 17
  cts_max_level: 4
  cts-root-buf: "clkbuf_16"
  post_cts_resized: 0
  worst_setup_hold_path_clk_slew_ns: 0.07
  cts.hold.buffers_added: 0
  clockBufferDepth: 2
  tritoncts: "done"
power_and_ir_drop:
  p_per_area_mw_per_mm2: 55.32
  peakVddDrop_mv: 0.1041
  leakage_nw: 13.17
  total_power_mw: 1.528
sta:
  worst-slew-pin-transition_ns: 0.8367
  maxSlewHeadroom: 0.4422
  report.final.slew_viol_count: 0
  finalHoldViolCount: 0
  finClkSkew_ns: 0.02924
  finalSetupViolations: 0
  rsz0062_at_grt: "false"
  holdWs_ns: 0.4339
  tns_ns: 0
hold_path:
  hold_path.class: "flop to flop"
floorplanning:
  die_width_um: 257.4
  die-height_um: 257.4
  placeableCoreArea_mm2: 0.06446
  design.die.area_mm2: 0.06624
  fp_util: 0.4047
  io_pins: 5
  row_count: 93
outcome:
  outcome: "finished, final reports clean"
placement:
  dp.final_hpwl_um: 40680
  gp_routability_congestion: 0.8636
  place.detailed.instances: 3937
  placement.io_buffers: 3
run:
  maxCapViolations: 0
  stage_log_warnings: 134
==> critical path: stages, from the launching register on <==
cell	delay, ns
edfxtp_1	0.76
mux4_2	0.59
mux4_2	0.50
mux2i_1	0.34
a211oi_1	0.23
nand2_1	0.27
nand2_1	0.10
==> cell families after synthesis <==
kind of cell / after synthesis / synth area share
AND/OR/NAND/NOR: 1127 / 0.2112
AND-OR/OR-AND: 607 / 0.1611
XOR/XNOR: 530 / 0.2168
adder cells (fa/ha/maj): 356 / 0.1719
buffers and inverters: 342 / 0.05027
flip-flops: 142 / 0.1373
multiplexers: 103 / 0.05137
==> through the flow <==
step	instance area, um2	worst slack (ns)
2_1_floorplan	26090	1.898
3_3_place_gp	26860	1.422
6_report	27630	1.374
5_1_grt	27630	1.168
4_1_cts	27630	1.353
3_5_place_dp	26860	1.349
==> worst min-delay path by stage <==
stage / start / cells after the start / slack, ns / end
global route: shift_reg[23]$_DFFE_PP_ / 0 / 0.45 / u4.bit_being_sent$_DFFE_PP_
CTS: shift_reg[23]$_DFFE_PP_ / 0 / 0.44 / u4.bit_being_sent$_DFFE_PP_
finish: shift_reg[23]$_DFFE_PP_ / 0 / 0.43 / u4.bit_being_sent$_DFFE_PP_
==> cell usage in the layout (no fill, tap or decap), drive strengths merged, types with 44 or more instances in the layout <==
cell    synthesis  routed
a21oi         134     134
a31oi          66      66
and2           76      76
buf            62      48
dfrtp          58      58
ha            352     352
inv           151     202
mux2i          45      45
nand2         395     395
nand2b         44      44
nand3         144     144
nor2          206     206
o21ai          84      84
o31ai          63      63
xnor2         285     285
xor2          176     176
==> routing by layer <==
layer,up-vias,track usage
met2,244,0.2976
met4,0,0.01792
met1,9977,0.2833
met5,-,0.003655
li1,11380,-
met3,37,0.02061
==> where the power goes <==
group	switching (mW)	total (mW)	internal (mW)
registers	0	0.667	0.667
logic	0.00790	0.00847	0.000565
clock network	0.448	0.853	0.406
==> layout make-up <==
class / instances / area [um2] / area share
Timing Repair Buffer: 50 / 380.4 / 0.01377
Clock inverter: 61 / 351.6 / 0.01273
Tap cell: 855 / 1070 / 0.03872
Multi-Input combinational cell: 2723 / 21190 / 0.7671
Clock buffer: 17 / 425.4 / 0.01540
Inverter: 166 / 623.1 / 0.02255
Sequential cell: 142 / 3585 / 0.1297
Power is estimated from default activity; no workload was simulated.
